==> ./design.v <==
module nv_ddre(
    input clk, rst,         
    input [17:0] user_data,  
    input enable, rd_en, wr_en, power_enable,
    input [1:0]clk_mode,  
    output reg [7:0] user_out,
    output reg refresh_int
);
reg [1:0] state;
parameter IDLE = 2'b00, READ = 2'b01, WRITE = 2'b10, REFRESH = 2'b11;
reg [7:0] memory[15:0][15:0];
wire [3:0] row_add = user_data[11:8];
wire [3:0] col_add = user_data[15:12];
wire rd = user_data[17];
wire wr = user_data[16];
reg [7:0] memory_temp [15:0];
reg [3:0] read_counter;
reg [3:0] write_counter;
integer i, j;
always @(posedge clk or posedge rst) begin
    if (rst) begin
        for (i = 0; i < 16; i = i + 1) begin
            for (j = 0; j < 16; j = j + 1) begin
                memory[i][j] = 8'b0;
            end
        end
        state <= IDLE;
        user_out <= 8'b0;
        read_counter <= 4'b0;
        write_counter <= 4'b0;
    end
    else if (enable && (clk_mode == 2'b00 || clk_mode == 2'b10 ))begin
        process_state();
    end
end
always@(negedge clk) begin
    if(enable && (clk_mode == 2'b01) || clk_mode == 2'b10) begin
        process_state();
    end
end
    task process_state; begin
        if (~power_enable) begin
            state <= REFRESH;
        end
        else begin
            case (state)
                IDLE: begin
                    user_out <= 8'b0;
                    if (rd_en)
                        state <= READ;
                    else if (wr_en)
                        state <= WRITE;
                end
                READ: begin
                    if (rd && read_counter >= 0) begin
                        user_out <= memory[row_add][col_add];
                        read_counter <= read_counter + 1;
                    end
                    else if (read_counter <= 16) begin
                        read_counter <= 4'b0;
                        state <= IDLE; 
                    end
                end
                WRITE: begin
                    if (wr && write_counter >= 0) begin
                        memory[row_add][col_add] <= user_data[7:0];
                        write_counter <= write_counter + 1;
                    end
                    else if (write_counter <= 16) begin
                        write_counter <= 4'b0;
                        state <= IDLE; 
                    end
                end
                REFRESH: begin
                    for(j = 0; j<16; j = j + 1) begin
                        memory_temp[j] = memory[15][j];
                    end
                    for(j = 0; j<16; j = j + 1) begin
                        if(memory_temp[j] != 0 ) begin
                            refresh_int = 1;
                        end
                        else begin
                            refresh_int = 0;
                        end
                    end
                    for (i = 15; i >= 0; i = i - 1) begin
                        for (j = 0; j < 16; j = j + 1) begin
                            memory[i][j] = memory[i-1][j];
                        end
                    end
                    for (i = 15; i >= 0; i = i - 1) begin
                        for (j = 0; j < 16; j = j + 1) begin
                            memory[i-1][j] = memory[i][j];
                        end
                    end
                    for(i = 0; i<16; i = i + 1) begin
                        memory[15][i] = memory_temp[i];
                    end
                end
                default: state <= IDLE;
            endcase
        end
    end
    endtask
endmodule
==> ./run.sh <==
#!/bin/bash
# OpenROAD 26Q1-2900-gdf79404cd8, Yosys 0.63+post, stock flow scripts
make -C /OpenROAD-flow-scripts/flow DESIGN_CONFIG=/design/flow/config.mk WORK_HOME=/design/flow/orfs finish
==> ./config.mk <==
export PLATFORM = sky130hd
export DESIGN_NAME = nv_ddre
export DESIGN_NICKNAME = nv_ddre
export VERILOG_FILES = /design/flow/design.v
export SDC_FILE = /design/flow/constraint.sdc
export NUM_CORES = 4
export LEC_CHECK = 1
export CORE_UTILIZATION = 50
==> ./constraint.sdc <==
current_design nv_ddre

set clk_period 75.3
set clk_io_pct 0.2

create_clock -name clk0 -period $clk_period [get_ports {clk}]

set non_clock_inputs [all_inputs -no_clocks]
set_input_delay [expr $clk_period * $clk_io_pct] -clock clk0 $non_clock_inputs
set_output_delay [expr $clk_period * $clk_io_pct] -clock clk0 [all_outputs]
==> run_results.csv <==
group,metric,value,unit
outcome,status,"aborted with a tool error",
outcome,haltStage,"synthesis",
outcome,firstError,"ERROR: Found 2059 problems in 'check -assert'.",
logic_synthesis,yosysWarningCount,3,
logic_synthesis,edf_count,2060,
logic_synthesis,yosys_cells,20100,
logic_synthesis,yosys_area,200000,µm²
logic_synthesis,ys.flops,4118,
logic_synthesis,ys_async_sr_fraction,50.0,%
logic_synthesis,synth_cell_types,81,
logic_synthesis,yosys_most_used_dff,"edfxtp_1",
logic_synthesis,ys_seq_share,56.8,%
==> synth_stat cells (80+ instances only) <==
cell type  number  area share (%)
nand2_1      4433             8.3
a21oi_1      2145             5.4
nor4_1         80            0.25
clkbuf_1     1414             2.7
mux2_2       1120             6.3
dfrtp_1      2058              26
and3_1         91            0.29
o22a_1        135            0.59
nand4_1       161            0.50
nand3_1       483             1.2
buf_1         293            0.55
edfxtp_1     2060              31
a22o_1        312             1.4
o22ai_1       126            0.40
nor2_1       1220             2.3
o21a_1        295             1.1
a32oi_1       153            0.67
a22oi_1       750             2.8
o21ai_0      1765             4.4
a31oi_1        81            0.25
==> cells by family after synthesis <==
| family | Yosys count | synth area share (%) |
|---|---|---|
| muxes | 1161 | 6.53 |
| buffers and inverters | 1825 | 3.50 |
| and+or+nand+nor | 6837 | 14.3 |
| AOI/OAI and AO/OA | 6195 | 18.9 |
| xor gates and xnor gates | 1 | 0.00439 |
| DFF | 4118 | 56.8 |
